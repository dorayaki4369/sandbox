===== flow/design.v =====
module	VGA_Pattern	(	 
						oRed,
						oGreen,
						oBlue,
						iVGA_X,
						iVGA_Y,
						iVGA_CLK,
						iRST_n,
						iColor_SW	);
output	reg	[9:0]	oRed;
output	reg	[9:0]	oGreen;
output	reg	[9:0]	oBlue;
input	[9:0]		iVGA_X;
input	[9:0]		iVGA_Y;
input				iVGA_CLK;
input				iRST_n;
input				iColor_SW;
always@(posedge iVGA_CLK or negedge iRST_n)
begin
	if(!iRST_n)
	begin
		oRed	<=	0;
		oGreen	<=	0;
		oBlue	<=	0;
	end
	else
	begin
		if(iColor_SW == 1)
		begin
			if (iVGA_Y<120)
			begin
				oRed	<=	(iVGA_X<40)						?			0	:
							(iVGA_X>=40 && iVGA_X<80)		?			1	:
							(iVGA_X>=80 && iVGA_X<120)		?			2	:
							(iVGA_X>=120 && iVGA_X<160)		?			3	:
							(iVGA_X>=160 && iVGA_X<200)		?			4	:
							(iVGA_X>=200 && iVGA_X<240)		?			5	:
							(iVGA_X>=240 && iVGA_X<280)		?			6	:
							(iVGA_X>=280 && iVGA_X<320)		?			7	:
							(iVGA_X>=320 && iVGA_X<360)		?			8	:
							(iVGA_X>=360 && iVGA_X<400)		?			9	:
							(iVGA_X>=400 && iVGA_X<440)		?			10	:
							(iVGA_X>=440 && iVGA_X<480 )	?			11	:
							(iVGA_X>=480 && iVGA_X<520 )	?			12	:
							(iVGA_X>=520 && iVGA_X<560 )	?			13	:
							(iVGA_X>=560 && iVGA_X<600 )	?			14	:
																		15	;
				oGreen	<=	0;	
				oBlue	<=	0;
			end
			else if (iVGA_Y>=120 && iVGA_Y<240)
			begin
				oRed	<=	0;
				oGreen	<=	(iVGA_X<40)						?			15	:
							(iVGA_X>=40 && iVGA_X<80)		?			14	:
							(iVGA_X>=80 && iVGA_X<120)		?			13	:
							(iVGA_X>=120 && iVGA_X<160)		?			12	:
							(iVGA_X>=160 && iVGA_X<200)		?			11	:
							(iVGA_X>=200 && iVGA_X<240)		?			10	:
							(iVGA_X>=240 && iVGA_X<280)		?			9	:
							(iVGA_X>=280 && iVGA_X<320)		?			8	:
							(iVGA_X>=320 && iVGA_X<360)		?			7	:
							(iVGA_X>=360 && iVGA_X<400)		?			6	:
							(iVGA_X>=400 && iVGA_X<440)		?			5	:
							(iVGA_X>=440 && iVGA_X<480 )	?			4	:
							(iVGA_X>=480 && iVGA_X<520 )	?			3	:
							(iVGA_X>=520 && iVGA_X<560 )	?			2	:
							(iVGA_X>=560 && iVGA_X<600 )	?			1	:
																		0	;
				oBlue	<=	0;
			end
			else if (iVGA_Y>=240 && iVGA_Y<360)
			begin
				oRed	<=	0;
				oGreen	<=	0;
				oBlue	<=	(iVGA_X<40)						?			0	:
							(iVGA_X>=40 && iVGA_X<80)		?			1	:
							(iVGA_X>=80 && iVGA_X<120)		?			2	:
							(iVGA_X>=120 && iVGA_X<160)		?			3	:
							(iVGA_X>=160 && iVGA_X<200)		?			4	:
							(iVGA_X>=200 && iVGA_X<240)		?			5	:
							(iVGA_X>=240 && iVGA_X<280)		?			6	:
							(iVGA_X>=280 && iVGA_X<320)		?			7	:
							(iVGA_X>=320 && iVGA_X<360)		?			8	:
							(iVGA_X>=360 && iVGA_X<400)		?			9	:
							(iVGA_X>=400 && iVGA_X<440)		?			10	:
							(iVGA_X>=440 && iVGA_X<480 )	?			11	:
							(iVGA_X>=480 && iVGA_X<520 )	?			12	:
							(iVGA_X>=520 && iVGA_X<560 )	?			13	:
							(iVGA_X>=560 && iVGA_X<600 )	?			14	:
																		15	;
			end
			else
			begin
				oRed	<=	(iVGA_X<40)						?			15	:
							(iVGA_X>=40 && iVGA_X<80)		?			14	:
							(iVGA_X>=80 && iVGA_X<120)		?			13	:
							(iVGA_X>=120 && iVGA_X<160)		?			12	:
							(iVGA_X>=160 && iVGA_X<200)		?			11	:
							(iVGA_X>=200 && iVGA_X<240)		?			10	:
							(iVGA_X>=240 && iVGA_X<280)		?			9	:
							(iVGA_X>=280 && iVGA_X<320)		?			8	:
							(iVGA_X>=320 && iVGA_X<360)		?			7	:
							(iVGA_X>=360 && iVGA_X<400)		?			6	:
							(iVGA_X>=400 && iVGA_X<440)		?			5	:
							(iVGA_X>=440 && iVGA_X<480 )	?			4	:
							(iVGA_X>=480 && iVGA_X<520 )	?			3	:
							(iVGA_X>=520 && iVGA_X<560 )	?			2	:
							(iVGA_X>=560 && iVGA_X<600 )	?			1	:
																		0	;
				oGreen	<=	(iVGA_X<40)						?			15	:
							(iVGA_X>=40 && iVGA_X<80)		?			14	:
							(iVGA_X>=80 && iVGA_X<120)		?			13	:
							(iVGA_X>=120 && iVGA_X<160)		?			12	:
							(iVGA_X>=160 && iVGA_X<200)		?			11	:
							(iVGA_X>=200 && iVGA_X<240)		?			10	:
							(iVGA_X>=240 && iVGA_X<280)		?			9	:
							(iVGA_X>=280 && iVGA_X<320)		?			8	:
							(iVGA_X>=320 && iVGA_X<360)		?			7	:
							(iVGA_X>=360 && iVGA_X<400)		?			6	:
							(iVGA_X>=400 && iVGA_X<440)		?			5	:
							(iVGA_X>=440 && iVGA_X<480 )	?			4	:
							(iVGA_X>=480 && iVGA_X<520 )	?			3	:
							(iVGA_X>=520 && iVGA_X<560 )	?			2	:
							(iVGA_X>=560 && iVGA_X<600 )	?			1	:
																		0	;
				oBlue	<=	(iVGA_X<40)						?			15	:
							(iVGA_X>=40 && iVGA_X<80)		?			14	:
							(iVGA_X>=80 && iVGA_X<120)		?			13	:
							(iVGA_X>=120 && iVGA_X<160)		?			12	:
							(iVGA_X>=160 && iVGA_X<200)		?			11	:
							(iVGA_X>=200 && iVGA_X<240)		?			10	:
							(iVGA_X>=240 && iVGA_X<280)		?			9	:
							(iVGA_X>=280 && iVGA_X<320)		?			8	:
							(iVGA_X>=320 && iVGA_X<360)		?			7	:
							(iVGA_X>=360 && iVGA_X<400)		?			6	:
							(iVGA_X>=400 && iVGA_X<440)		?			5	:
							(iVGA_X>=440 && iVGA_X<480 )	?			4	:
							(iVGA_X>=480 && iVGA_X<520 )	?			3	:
							(iVGA_X>=520 && iVGA_X<560 )	?			2	:
							(iVGA_X>=560 && iVGA_X<600 )	?			1	:
																		0	;
			end
		end
		else
		begin
			oRed	<=	(iVGA_Y<120)					?			3	:
						(iVGA_Y>=120 && iVGA_Y<240)		?			7	:
						(iVGA_Y>=240 && iVGA_Y<360)		?			11	:
																	15	;
			oGreen	<=	(iVGA_X<80)						?			1	:
						(iVGA_X>=80 && iVGA_X<160)		?			3	:
						(iVGA_X>=160 && iVGA_X<240)		?			5	:
						(iVGA_X>=240 && iVGA_X<320)		?			7	:
						(iVGA_X>=320 && iVGA_X<400)		?			9	:
						(iVGA_X>=400 && iVGA_X<480)		?			11	:
						(iVGA_X>=480 && iVGA_X<560)		?			13	:
																	15	;
			oBlue	<=	(iVGA_Y<60)						?			15	:
						(iVGA_Y>=60 && iVGA_Y<120)		?			13	:
						(iVGA_Y>=120 && iVGA_Y<180)		?			11	:
						(iVGA_Y>=180 && iVGA_Y<240)		?			9	:
						(iVGA_Y>=240 && iVGA_Y<300)		?			7	:
						(iVGA_Y>=300 && iVGA_Y<360)		?			5	:
						(iVGA_Y>=360 && iVGA_Y<420)		?			3	:
																	1	;
		end
	end
end
endmodule

===== flow/run.sh =====
#!/bin/bash
# OpenROAD 26Q1-2900-gdf79404cd8, Yosys 0.63+post, stock flow scripts
make -C /OpenROAD-flow-scripts/flow DESIGN_CONFIG=/design/flow/config.mk WORK_HOME=/design/flow/orfs finish

===== flow/config.mk =====
export PLATFORM = sky130hd
export DESIGN_NAME = VGA_Pattern
export DESIGN_NICKNAME = VGA_Pattern
export VERILOG_FILES = /design/flow/design.v
export SDC_FILE = /design/flow/constraint.sdc
export NUM_CORES = 4
export LEC_CHECK = 1
export CORE_AREA = 10 10 105 105
export DIE_AREA = 0 0 115 115

===== flow/constraint.sdc =====
current_design VGA_Pattern

set clk_period 1.0
set clk_io_pct 0.2

create_clock -name clk0 -period $clk_period [get_ports {iVGA_CLK}]

set non_clock_inputs [all_inputs -no_clocks]
set_input_delay [expr $clk_period * $clk_io_pct] -clock clk0 $non_clock_inputs
set_output_delay [expr $clk_period * $clk_io_pct] -clock clk0 [all_outputs]

==> ci_impl_report.md <==
## PnR job results

| Metric | Value |
|---|---|
| Run status | `complete, but fails checks` |
| Failing checks | `negative setup slack` |
| Final number of max-transition violations | `0` |
| Final weighted congestion in routability-driven placement | `0.860` |
| Library cell occupying the most area in the post-synthesis netlist | `dfrtp_1` |
| Combinational share of power | `0.432` |
| Number of search-and-repair iterations in the first detailed-routing pass | `4` |
| Leakage | `0.992 nW` |
| DRC violations left | `0` |
| Syn Std Cell Area | `0.00117 mm²` |
| Share of layout cells above drive strength 1 | `0.571` |
| Vertical die dimension | `~120 µm` |
| Register clock-pin slew on the reported worst setup and hold paths | `about 50 ps` |
| Shortest clock period the worst path allows after layout | `around 1300 ps` |
| Startpoint type of the worst setup path | `input port` |
| Detailed-route wire length per cell | `12.7 µm` |
| Total number of vias | `between 1000 and 1500` |
| Clock sink count | `12` |
| Initial antenna violation count | `1` |
| Largest stage delay on the critical path | `~540 ps` |
| DR iter-0 viols | `63` |
| Largest fanout of any net on the critical path | `5` |
| Slowest library cell on the worst path | `or4_4` |
| Via count of the first global-routing pass | `1311` |
| Portion of the post-synthesis area used by sequential elements | `0.257` |
| Total power divided by cell area | `about 830 mW/mm²` |
| Sequential group share of total power | `0.297` |
| Area of the chip | `around 0.013 mm²` |
| Cell-internal power | `between 0.001 and 0.0015 W` |
| Number of standard cells in the layout, taps in and fillers out | `around 330` |
| Tally of unique sky130hd cells used after synthesis | `between 40 and 50` |
| Sum of net half-perimeters after detailed placement | `about 2800 µm` |
| Combined buffer and inverter count along the critical path | `2` |
| Number of nets with antenna violations after routing | `0` |
| First-pass GRT wire length | `approximately 6300 µm` |
| Setup crit end kind | `flop` |
| Total antenna diodes in the routed design | `0` |
| GRT Util Overall | `0.0552` |
| Cycle use final | `1.31` |
| Worst Slack Setup Final | `-307 ps` |
| H-tree Lvls | `1` |
| Post-synthesis instance total | `roughly 140` |
| Summed standard-cell area reported by yosys | `roughly 0.0012 mm²` |
| Layout Area Growth over Synthesis | `92.7%` |
| Switching power as a share of total power | `0.274` |
| Min-delay worst type | `in2async` |
| Die X | `roughly 120 µm` |
| Worst path cell trace | `buf_12 > buf_6 > or4_4 > o211ai_4 > mux2i_1 > nand2_1` |
| Sw Pwr | `slightly above 0.0005 W` |
| Number of rows created at floorplan | `34` |
| Top-area cell share | `0.257` |
| Utilization of the core after routing | `0.257` |
| Root buffer cell | `clkbuf_8` |
| Average cell area after synthesis | `8.48 µm²` |
| Total cells reported by yosys after synthesis | `between 100 and 150` |
| Flip-flops with a built-in enable | `0` |
| Critical path data required time | `1120 ps` |
| Final setup violation count | `12` |
| Remaining global-route overflow | `0` |
| Port bufs | `29` |
| FMAX | `between 0.7 and 0.8 GHz` |
| Critical setup path kind | `in2reg` |
| Number of placed instances with taps included | `~300` |
| Async SR Flop Fraction | `1.00` |
| Top post-synthesis cells by area | `dfrtp_1 (26%), buf_4 (12%), o21ai_0 (5.1%)` |
| Largest net degree at the start of global routing | `14` |
| Number of max-cap violations | `0` |
| Post-synth top flop | `dfrtp_1` |
| Number of OpenROAD warnings | `33` |
| Max rail drop VDD | `409 µV` |
| Data arrival time of the critical path | `roughly 1400 ps` |
| Total wire length after detailed routing | `~4100 µm` |
| Yosys warning count | `1` |
| Clock tree from TritonCTS | `done` |
| Max clock buf depth | `2` |
| Setup repair after global routing missed its margin | `yes` |
| Total Neg Setup Slack | `-2050 ps` |
| Min Hold Slack | `around 270 ps` |
| Via/cell ratio | `between 3 and 4` |
| Final Hold Violating Endpoints | `0` |
| Core area | `approximately 0.0088 mm²` |
| Total CTS buffers | `3` |
| Initial Utilization | `0.133` |
| Cell family with the largest share of critical-path delay | `simple AND/OR/NAND/NOR gates` |
| Flops & latches, synth | `12` |
| Top Ports | `53` |
| Clock share of power | `0.271` |
## per-layer routing
metal  wire length (µm)  global-route usage  part of all wire
met5                  7                   0            0.0017
met4                 55             0.00825             0.013
met3                284              0.0153             0.069
met2               1960              0.0886              0.47
met1               1830              0.0740              0.44
## flip-flops by register name (all words and copies together), names as in the netlist
name and flops:
oBlue 4, oGreen 4, oRed 4
## synthesized netlist by cell type, types with 2 or more instances
| library cell | instances |
|---|---|
| inv_1 | 4 |
| dfrtp_1 | 12 |
| nor2b_1 | 5 |
| nor4b_1 | 2 |
| buf_2 | 4 |
| nand4_1 | 5 |
| buf_4 | 19 |
| o21ai_0 | 12 |
| xnor2_1 | 3 |
| o211ai_1 | 3 |
| nor2_1 | 7 |
| nand2b_1 | 3 |
| o21a_1 | 2 |
| a21oi_1 | 2 |
| mux2i_1 | 5 |
| nand3_1 | 7 |
| nand2_1 | 6 |
| clkbuf_1 | 3 |
| a31oi_1 | 2 |
| a22oi_1 | 3 |
| and2_1 | 3 |
## metrics by stage
step / setup WS [ps] / area [µm²] / total power, W
after floorplan: -381 / 1270 / 0.000867
after global placement: -1060 / 1770 / 0.00118
after detailed placement: -1100 / 1770 / 0.00118
after CTS: -334 / 2120 / 0.00180
after global routing: -325 / 2250 / 0.00197
final: -307 / 2250 / 0.00186
## worst max-delay path by stage
stage / from / end / slack [ps] / depth (start not counted)
final: iVGA_X[7] / oRed[1]$_DFF_PN0_ / -310 / 6
after global routing: iVGA_X[4] / oRed[0]$_DFF_PN0_ / -320 / 7
after CTS: iVGA_Y[2] / oBlue[1]$_DFF_PN0_ / -330 / 6
## power by group through the flow
stage         Combinational [W]  Clock, W  Sequential [W]
finish                 0.000804  0.000505        0.000552
global route           0.000870  0.000543        0.000558
CTS                    0.000733  0.000518        0.000554
## cell type report
type                    count  area (µm²)
fillers                   915        6510
inverters                   4        15.0
flip-flops and latches     12         300
repair buffers             85         812
well taps                 108         135
clock buffers               4        55.1
multi-input cells         112         937
## timing repair
action                                  CTS  global route
setup buffers                            13             5
hold buffers                              0             0
endpoints found under the setup margin   24            19
cloned                                    1             1
gates resized                           149            35
pin swaps                                29            19
## cell families after synthesis
kind of cell	after synthesis	synth area share
other	1	0.00321
xor gates and xnor gates	3	0.0225
AOI/OAI and AO/OA	38	0.263
muxes	5	0.0428
buffers and inverters	31	0.171
and+or+nand+nor	48	0.241
DFF	12	0.257
## placed cells by master (no fill, tap or decap), types with 4 or more instances in the layout
cell	instances
buf_6	20
buf_2	5
clkbuf_8	4
nand4_1	5
conb_1	18
o21ai_1	4
nand2_1	4
buf_4	38
buf_12	4
dfrtp_1	12
mux2i_1	5
nand3_1	4
o21ai_2	4
clkdlybuf4s15_1	4
clkbuf_2	7
No activity file was given, so power comes from the tool's default toggle rates.
